<file path="/design/flow/design.v">
module baud_gen #(
    parameter CLK_FREQ = 125_000_000,    
    parameter BAUD_RATE = 115200         
)(
    input  wire clk,
    input  wire rst,
    output reg  tick
);
    localparam TICK_COUNT = CLK_FREQ / BAUD_RATE;
    reg [$clog2(TICK_COUNT):0] counter = 0;
    always @(posedge clk or posedge rst) begin
        if (rst) begin
            counter <= 0;
            tick <= 0;
        end else begin
            if (counter == TICK_COUNT - 1) begin
                counter <= 0;
                tick <= 1;
            end else begin
                counter <= counter + 1;
                tick <= 0;
            end
        end
    end
endmodule
module uart_rx (
    input  wire clk,
    input  wire rst,
    input  wire rx,
    input  wire tick,
    output reg  [7:0] rx_data,
    output reg  rx_done
);
    reg [3:0] bit_index = 0;
    reg [7:0] rx_shift = 0;
    reg       rx_busy = 0;
    reg [3:0] tick_count = 0;
    always @(posedge clk or posedge rst) begin
        if (rst) begin
            rx_data <= 0;
            rx_done <= 0;
            rx_busy <= 0;
            bit_index <= 0;
            tick_count <= 0;
        end else begin
            rx_done <= 0;
            if (!rx_busy && !rx) begin
                rx_busy <= 1;
                tick_count <= 0;
                bit_index <= 0;
            end else if (rx_busy && tick) begin
                tick_count <= tick_count + 1;
                if (tick_count == 1) begin
                end else if (tick_count >= 2 && tick_count <= 9) begin
                    rx_shift[bit_index] <= rx;
                    bit_index <= bit_index + 1;
                end else if (tick_count == 10) begin
                    rx_data <= rx_shift;
                    rx_done <= 1;
                    rx_busy <= 0;
                end
            end
        end
    end
endmodule
module uart_top (
    input  wire clk,           
    input  wire rst,           
    input  wire uart_rx_pin,   
    output wire uart_tx_pin    
);
    wire tick;
    wire [7:0] rx_data;
    wire rx_done;
    reg  [7:0] tx_data;
    reg  tx_start = 0;
    wire tx_busy;
    baud_gen #(
        .CLK_FREQ(125_000_000),
        .BAUD_RATE(115200)
    ) baud_inst (
        .clk(clk),
        .rst(rst),
        .tick(tick)
    );
    uart_rx rx_inst (
        .clk(clk),
        .rst(rst),
        .rx(uart_rx_pin),
        .tick(tick),
        .rx_data(rx_data),
        .rx_done(rx_done)
    );
    uart_tx tx_inst (
        .clk(clk),
        .rst(rst),
        .tx_start(tx_start),
        .tx_data(tx_data),
        .tick(tick),
        .tx(uart_tx_pin),
        .tx_busy(tx_busy)
    );
    always @(posedge clk or posedge rst) begin
        if (rst) begin
            tx_start <= 0;
            tx_data <= 0;
        end else begin
            if (rx_done && !tx_busy) begin
                tx_data <= rx_data;
                tx_start <= 1;
            end else begin
                tx_start <= 0;
            end
        end
    end
endmodule
module uart_tx (
    input  wire clk,
    input  wire rst,
    input  wire tx_start,
    input  wire [7:0] tx_data,
    input  wire tick,
    output reg  tx,
    output reg  tx_busy
);
    reg [3:0] bit_index = 0;
    reg [9:0] tx_shift = 10'b1111111111;   
    always @(posedge clk or posedge rst) begin
        if (rst) begin
            tx <= 1'b1;           
            tx_busy <= 0;
            bit_index <= 0;
        end else begin
            if (tx_start && !tx_busy) begin
                tx_shift <= {1'b1, tx_data, 1'b0};
                tx_busy <= 1;
                bit_index <= 0;
            end else if (tx_busy && tick) begin
                tx <= tx_shift[bit_index];
                bit_index <= bit_index + 1;
                if (bit_index == 9) begin
                    tx_busy <= 0;
                    tx <= 1;     
                end
            end
        end
    end
endmodule
</file>
<file path="/design/flow/constraint.sdc">
current_design uart_top

set clk_period 3.3
set clk_io_pct 0.2

create_clock -name clk0 -period $clk_period [get_ports {clk}]

set non_clock_inputs [all_inputs -no_clocks]
set_input_delay [expr $clk_period * $clk_io_pct] -clock clk0 $non_clock_inputs
set_output_delay [expr $clk_period * $clk_io_pct] -clock clk0 [all_outputs]
</file>
<file path="/design/flow/run.sh">
#!/bin/bash
# OpenROAD 26Q1-2900-gdf79404cd8, Yosys 0.63+post, stock flow scripts
make -C /OpenROAD-flow-scripts/flow DESIGN_CONFIG=/design/flow/config.mk WORK_HOME=/design/flow/orfs finish
</file>
<file path="/design/flow/config.mk">
export PLATFORM = sky130hd
export DESIGN_NAME = uart_top
export DESIGN_NICKNAME = uart_top
export VERILOG_FILES = /design/flow/design.v
export SDC_FILE = /design/flow/constraint.sdc
export NUM_CORES = 4
export LEC_CHECK = 1
export CORE_UTILIZATION = 40
</file>
==> deck_impl_summary.md <==
Run Summary

Run status
  • Status: finished clean

Yosys
  • #FFs+latches synth: 63
  • Commonest flop: sky130_fd_sc_hd__dfrtp_1
  • Adder and majority cell fraction of the synthesized area: 5.09%
  • Seq/Total Area, Yosys: 56.4%
  • Simple-gate area share of the yosys netlist: 14.2%
  • Xor and xnor fraction of the mapped netlist area: 3.27%
  • Ys cells: 238
  • Number of unique standard cell types used by synthesis: 51
  • Chip area in the Yosys report: 0.00295 mm^2
  • Syn. warnings: 4
  • Share of synthesized registers carrying an async set or reset: 73.0%
  • Compound-Gate Fraction of Synth Area: 7.85%
  • Combined area of all synthesized cells: 0.00295 mm^2
  • Instance tally after logic synthesis: 238
  • Avg Inst Size Synth: 12.4 um^2
  • EDFF count, synth: 17
  • Main logic family: simple AND/OR/NAND/NOR gates
  • Portion of netlist area occupied by mux cells: 10.1%

Drt
  • Ant. Diodes: 0
  • Mean number of vias per cell: 4.85
  • Detail-routed net length per standard cell: 12.6 um
  • DRC errors left: 0
  • Detailed Route WL: 4.40 mm
  • Via total after detailed routing: 1698
  • Number of nets still failing antenna checks after routing: 0
  • Count of routing violations after the opening detailed-route iteration: 73
  • Length of the first detailed-routing pass in iterations: 4

Pwr
  • Switching component of the power: 0.297 mW
  • Fraction of power consumed by combinational cells: 1.4%
  • Int Pwr: 1.07 mW
  • Portion of total power attributed to the clock network: 40.2%
  • Power per cell area: 420 mW/mm^2
  • Total power of the final layout: 1.37 mW
  • Worst voltage drop across the vdd grid: 225 uV
  • Relative contribution of sequential cells to total power: 58.3%
  • Switching fraction of total power: 21.7%
  • LEAKAGE: 1.44 nW

STA
  • Worst-case headroom to the max-slew limit: 51.9%
  • Slew at the pin closest to its max-slew limit: 0.720 ns
  • Final Hold Fails: 0
  • Peak clock frequency supported by timing: 446 MHz
  • Sum Neg Setup Slack: 0 ns
  • Setup repair after global routing missed its margin: no
  • Final critical-path share of the clock period: 68.0%
  • Final setup violating endpoints: 0
  • Final worst clock skew: 0.0103 ns
  • Final Max Tran Viols: 0
  • Min Clock Period, post-route: 2.24 ns

Clocking
  • Worst-path clk slew: 0.07 ns
  • Clock tree from TritonCTS: done
  • Number of clock sinks: 63
  • Post-CTS setup-driven buffer insertion count: 0
  • Clock latency at the later pin of the worst-skew pair: 0.33 ns
  • Number of CTS-inserted buffers: 9
  • Number of buffers inserted by hold repair at cts: 0
  • Post-cts resize count: 0
  • Root buffer selected by CTS: sky130_fd_sc_hd__clkbuf_8
  • Maximum clock insertion buffer count: 2
  • Max H-tree Level: 3

Floorplan
  • Core box area: 0.00694 mm^2
  • Initial standard-cell utilization of the core: 42.5%
  • FP Rows: 30
  • Width of the chip: 87.9 um
  • Y dimension of the die: 87.9 um
  • Count of boundary I/O pins: 4
  • Total Die Area: 0.00772 mm^2

Worst setup path
  • FF-to-FF setup slack: 1.06 ns
  • Worst path max stage delay: 0.51 ns
  • CP Cell Sequence: inv_1 > ha_1 > or3b_1 > nor4_1 > mux2_2
  • Highest fanout seen on the critical path: 12
  • Critical setup path kind: flip-flop to flip-flop
  • Worst endpoint data arrival time: 2.32 ns
  • Buffers plus inverters on the worst setup path: 1
  • Number of cells traversed by the worst register-to-register path: 5
  • Endpoint class of the critical path: flip-flop
  • Stages on worst setup path: 5
  • Cell family with most CP delay: simple AND/OR/NAND/NOR gates
  • Cell type of the slowest stage on the worst timing path: sky130_fd_sc_hd__dfrtp_1
  • Req. time, crit path: 3.38 ns
  • Kind of launch point of the worst setup path: flip-flop

Layout
  • Finished Cell Area: 0.00326 mm^2
  • Fillers: 637
  • Most common library cell in the layout ignoring fill and taps: sky130_fd_sc_hd__dfrtp_1
  • Top cells excl fill/tap: 45 x sky130_fd_sc_hd__dfrtp_1, 21 x sky130_fd_sc_hd__nand2_1, 17 x sky130_fd_sc_hd__mux2_2, 17 x sky130_fd_sc_hd__edfxtp_1, 14 x sky130_fd_sc_hd__inv_1
  • P&R area growth vs syn: 10.4%
  • Utilization of the core after routing: 46.9%
  • Share of layout cells above drive strength 1: 19.3%

Job
  • Maximum capacitance violations: 0
  • Count of warning messages emitted by the tools: 33

Global routing
  • Aggregate global-route resource usage: 14.1%
  • Vias in the first global route: 1708
  • Number of antenna violations at the first check in global routing: 0
  • Wire length of the first global-routing pass: 8.06 mm
  • Sum of overflow across all layers after global routing: 0
  • Pin count of the biggest net entering global routing: 30

Place
  • Dpl hpwl: 3.17 mm
  • IO buf count: 3
  • Weighted congestion reported at the end of routability-driven placement: 0.844
  • Placed inst area: 0.00309 mm^2

Worst hold path
  • Worst hold path depth: 0
  • Class of the worst hold path: flip-flop to flip-flop
==> flip-flops by register name, indices dropped and copies added, names as in the netlist, 4 cells and up <==
name and flops:
tx_data 8, tx_inst.tx_shift 9, rx_inst.tick_count 4, baud_inst.counter 12, rx_inst.rx_shift 8, rx_inst.rx_data 8, tx_inst.bit_index 4, rx_inst.bit_index 4
==> worst reg2reg max path, stage by stage, from the launching register on <==
cell and delay, ns:
sky130_fd_sc_hd__dfrtp_1 0.51, sky130_fd_sc_hd__inv_1 0.18, sky130_fd_sc_hd__ha_1 0.28, sky130_fd_sc_hd__or3b_1 0.40, sky130_fd_sc_hd__nor4_1 0.26, sky130_fd_sc_hd__mux2_2 0.38
==> cell type report <==
class | count | area (um^2) | area share, %
sequential | 63 | 1660 | 51.1
multi-input combinational | 154 | 1200 | 36.8
clock buffer | 10 | 128 | 3.92
tap | 96 | 120 | 3.69
inverter | 15 | 56.3 | 1.73
timing repair buffer | 6 | 52.6 | 1.61
clock inverter | 6 | 37.5 | 1.15
==> routing by layer <==
metal / GRT usage [%] / vias to the layer above / share of wire (%)
met1: 22.6 / 794 / 51
met5: 0 / - / 0
met2: 20.4 / 24 / 44
met3: 4.58 / 4 / 4.1
met4: 1.64 / 0 / 1.0
li1: - / 876 / -
==> Yosys cell counts (2+ instances only) <==
cell                        number  area, um^2
sky130_fd_sc_hd__a21oi_1         3        15.0
sky130_fd_sc_hd__a22o_1          4        35.0
sky130_fd_sc_hd__a32o_1          2        20.0
sky130_fd_sc_hd__and2_1          3        18.8
sky130_fd_sc_hd__and4_1          2        17.5
sky130_fd_sc_hd__clkbuf_1        4        15.0
sky130_fd_sc_hd__dfrtp_1        45        1130
sky130_fd_sc_hd__edfxtp_1       17         510
sky130_fd_sc_hd__ha_1           12         150
sky130_fd_sc_hd__inv_1          15        56.3
sky130_fd_sc_hd__mux2_2         17         191
sky130_fd_sc_hd__mux2i_1         7        70.1
sky130_fd_sc_hd__nand2_1        21        78.8
sky130_fd_sc_hd__nand2b_1        2        12.5
sky130_fd_sc_hd__nand3_1        12        60.1
sky130_fd_sc_hd__nand3b_1        2        15.0
sky130_fd_sc_hd__nand4_1         4        25.0
sky130_fd_sc_hd__nor2_1         12        45.0
sky130_fd_sc_hd__nor2b_1         3        18.8
sky130_fd_sc_hd__nor3_1          3        15.0
sky130_fd_sc_hd__nor3b_1         2        15.0
sky130_fd_sc_hd__o21ai_0         7        35.0
sky130_fd_sc_hd__o2bb2ai_1       2        17.5
sky130_fd_sc_hd__xnor2_1         7        61.3
sky130_fd_sc_hd__xor2_1          4        35.0
==> cell families (layout without fill, tap and decap cells) <==
kind of cell	Yosys count	count (layout)
and+or+nand+nor	77	77
DFF	63	63
AOI/OAI and AO/OA	27	27
muxes	26	26
buffers and inverters	21	37
adders and majority gates	12	12
xor gates and xnor gates	11	11
other	1	1
==> power by group through the flow <==
stage     combinational (mW)  clock [mW]  sequential (mW)
4_1_cts               0.0209       0.576            0.799
5_1_grt               0.0231       0.619            0.798
6_report              0.0196       0.551            0.799
==> stage by stage <==
step                      hold WS, ns  std cells  worst slack (ns)
after global placement          0.433        334              1.09
after floorplan                 0.421        238              1.22
after CTS                       0.448        350              1.05
final                           0.445        350              1.06
after global routing            0.456        350             0.871
after detailed placement        0.434        334              1.04
==> path summary, 6_finish.rpt <==
path                                                   from                                to
setup reg to reg           rx_inst.bit_index[0]$_DFFE_PP0P_     rx_inst.rx_shift[0]$_DFFE_PP_
max in group asynchronous                               rst    rx_inst.rx_data[0]$_DFFE_PP0P_
setup / recovery           rx_inst.bit_index[0]$_DFFE_PP0P_     rx_inst.rx_shift[0]$_DFFE_PP_
hold / removal                       tx_data[7]$_DFFE_PP0P_     tx_inst.tx_shift[8]$_DFFE_PP_
hold reg to reg                      tx_data[7]$_DFFE_PP0P_     tx_inst.tx_shift[8]$_DFFE_PP_
min in group asynchronous                               rst  tx_inst.bit_index[1]$_DFFE_PP0P_
Power figures rest on the tool's default switching activity, not on a simulated workload.
